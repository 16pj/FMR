## design/flow/config.mk

```make
export PLATFORM = sky130hd
export DESIGN_NAME = scramble
export DESIGN_NICKNAME = scramble
export VERILOG_FILES = /design/flow/design.v
export SDC_FILE = /design/flow/constraint.sdc
export NUM_CORES = 4
export LEC_CHECK = 1
export CORE_AREA = 10 10 70 70
export DIE_AREA = 0 0 80 80
```

## design/flow/design.v

```verilog
module scramble(ip,x, A);
  output [4:0] A;
  input [4:0] ip;
  input [4:0]x;
  reg [4:0]tmp;
  reg [4:0]op1;
  reg [4:0]op2;
  reg [4:0]op3;
  reg [4:0]op4;
  reg [4:0]op5;
  function funct;
input reg [4:0]g,x;
begin
funct={!(g[3]|g[4]|g[0])&(g[1])}|{(!g[2]) & x}|{g[2]&g[0]};
end
endfunction
always@(ip) begin
tmp = ip;
op1[3]=tmp[4];
op1[4]=tmp[3];
op1[0]=tmp[2];
op1[1]=tmp[1];
op1[2]=tmp[0];
op2[4]=tmp[4];
op2[0]=tmp[3];
op2[1]=tmp[2];
op2[2]=tmp[1];
op2[3]=tmp[0];
op3[0]=tmp[4];
op3[1]=tmp[3];
op3[2]=tmp[2];
op3[3]=tmp[1];
op3[4]=tmp[0];
op4[1]=tmp[4];
op4[2]=tmp[3];
op4[3]=tmp[2];
op4[4]=tmp[1];
op4[0]=tmp[0];
op5[2]=tmp[4];
op5[3]=tmp[3];
op5[4]=tmp[2];
op5[0]=tmp[1];
op5[1]=tmp[0];
end
assign A[0]=funct(op1,x[0]);
assign A[1]=funct(op2,x[1]);
assign A[2]=funct(op3,x[2]);
assign A[3]=funct(op4,x[3]);
assign A[4]=funct(op5,x[4]);
  endmodule
```

## design/flow/constraint.sdc

```tcl
current_design scramble

set clk_period 1.2
set clk_io_pct 0.2

create_clock -name clk0 -period $clk_period

set non_clock_inputs [all_inputs -no_clocks]
set_input_delay [expr $clk_period * $clk_io_pct] -clock clk0 $non_clock_inputs
set_output_delay [expr $clk_period * $clk_io_pct] -clock clk0 [all_outputs]
```

## design/flow/run.sh

```bash
#!/bin/bash
# OpenROAD 26Q1-2900-gdf79404cd8, Yosys 0.63+post, stock flow scripts
make -C /OpenROAD-flow-scripts/flow DESIGN_CONFIG=/design/flow/config.mk WORK_HOME=/design/flow/orfs finish
```

==> Flow_metrics.wiki <==
== Metrics ==
{| class="wikitable"
! Metric !! Value
|-
| Met2 Usage GRT || 2.73%
|-
| Overflow left after global routing || 0
|-
| Vias post-DR || 201
|-
| ANT cells || 0
|-
| Ports placed on the boundary || 15
|-
| Syn. warnings || 1
|-
| Synth mux share || 43.2%
|-
| Flop Count || 0
|-
| Instance count after placement with tap cells included || 79
|-
| Vias in the first global route || 214
|-
| Number of standard cells reported by yosys || 14
|-
| Synthesis area per yosys || 119 µm²
|-
| Number of vias per cell || 2.51
|-
| Total of clock buffers placed in the layout || 0
|-
| Finished Layout Cells || 80
|-
| Fp util || 3.48%
|-
| And+or+nand+nor area frac || 0%
|-
| Number of endpoints failing setup at the final stage || 1
|-
| Adder Share, Synth || 0%
|-
| Synth logic family || AND-OR/OR-AND gates
|-
| Power share of the clock group || 0%
|-
| Run status || finished with violations
|-
| Areal power density over the cells || 303 mW/mm²
|-
| Fraction of final layout cells sized beyond drive strength 1 || 70.6%
|-
| Total core area || 0.00342 mm²
|-
| Final number of max-transition violations || 0
|-
| Cell-internal power || 67.8 µW
|-
| Die area || 0.00640 mm²
|-
| Violated checks || negative setup slack
|-
| XOR Share, Synth || 0%
|-
| Distinct cell type count of the synthesized netlist || 7
|-
| Number of endpoints with negative hold slack in the final report || 0
|-
| Worst Tran Pin Value || 232 ps
|-
| Maximum number of pins on one net before global-route repair || 7
|-
| Global routing usage on met3 || 1.14%
|-
| IR drop worst, VDD || 0.000122 V
|-
| 1st-iter DRT viols || 5
|-
| Highest clock frequency the design can meet || 830 MHz
|-
| Fraction of the mapped netlist area in compound gates || 44.2%
|-
| Required arrival time at the worst endpoint || 960 ps
|-
| Largest fanout on the critical path || 6
|-
| Input/output buffers || 15
|-
| Total DRC errors in the routed layout || 0
|-
| Ratio of final minimum period to clock period || 100%
|-
| First-pass GRT wire length || 1320 µm
|-
| Growth of design area from synthesis to finish || 207%
|-
| Min Tclk post-route || 1210 ps
|-
| Setup crit start kind || primary input
|-
| CP startpoint || ip[4]
|-
| Fin Hold WS || 745 ps
|-
| Area taken by flip-flops and latches || 0 µm²
|-
| Sequential share of power || 0%
|-
| Core Rows || 21
|-
| Portion of total power attributed to combinational logic || 100.0%
|-
| Post-Syn Area per Cell || 8.49 µm²
|-
| Nature of the critical path endpoint || output pin
|-
| Synth Cell Area || 119 µm²
|-
| Count of warning messages emitted by the tools || 34
|-
| Launch instance of the worst min-delay path || ip[1]
|-
| Max-slew headroom || 84.3%
|-
| Total Routing Usage GR || 2.63%
|-
| Critical Path AT || 970 ps
|-
| Antenna violations before repair || 0
|-
| Power spent charging and discharging nets || 42.8 µW
|-
| Switching share of power || 38.7%
|-
| Met1 layer usage reported by global route || 4.61%
|-
| Leak pwr || 0.000172 µW
|-
| Power Total || 111 µW
|-
| Post-route worst setup slack || -5.01 ps
|-
| Final Core Density || 10.7%
|-
| Total Negative Setup Slacks || -5.01 ps
|-
| Seq/Total Area, Yosys || 0%
|-
| Count of mapped cells out of synthesis || 14
|-
| Number of max-capacitance violations reported || 0
|-
| Total wirelength of the detailed-routed design || 839 µm
|-
| Most numerous logic cells after layout || buf_2 (8), o41ai_2 (4), dlygate4sd2_1 (4), buf_4 (4), inv_1 (3)
|-
| Floorplan die width || 80 µm
|-
| RSZ-0062 raised after global routing || yes
|-
| Routed length per instance || 10.5 µm
|-
| Post-DP HPWL || 687 µm
|-
| Remaining antenna violation count after routing || 0
|-
| Global route hottest layer || met1
|-
| Classification of the worst-slack hold path || in2out
|-
| Iteration count of the initial detailed-routing pass || 2
|-
| Most common cell after layout, fill and taps aside || buf_2
|-
| RD Place Congestion || 0.721
|-
| Setup Crit Path Kind || in2out
|-
| Die Span Y || 80 µm
|}
## layout make-up
| cell class | count | area [µm²] |
|---|---|---|
| Inverter | 4 | 15.0 |
| Tap cell | 46 | 57.6 |
| Multi-Input combinational cell | 10 | 138 |
| Fill cell | 410 | 3050 |
| Timing Repair Buffer | 20 | 155 |
## timing repair
action                     in CTS  in global routing
resized                        49                  9
setup buffers                   1                  0
pin swaps                       0                  1
hold buffers                    0                  0
setup endpoints to repair       5                  4
## stage by stage
stage | cell area [µm²] | setup slack (ps)
after floorplan | 119 | 258
after global placement | 357 | -824
after detailed placement | 357 | -845
after CTS | 347 | -2.37
after global routing | 365 | -20.2
final | 365 | -5.01
## kinds of logic (layout without fill, tap and decap cells)
group	count (synthesis)	count (layout)
AND-OR/OR-AND	5	5
buffers and inverters	4	24
multiplexers	5	5
## critical path, cell delays in order
cell and delay [ps]:
buf_12 110, mux2_4 290, a41o_1 220, buf_2 110
## Yosys cell counts
master	n	share of area (%)
inv_2	1	3.2
inv_1	3	9.5
mux2_1	1	9.5
a41o_1	1	8.4
o41ai_1	3	22
o41ai_2	1	14
mux2i_1	4	34
## power groups by stage
stage	sequential (µW)	clock, µW	combinational, µW
5_1_grt	0	0	120
6_report	0	0	111
4_1_cts	0	0	101
## per-layer routing
layer | vias to the layer above | part of all wire [%] | wire length [µm]
li1 | 98 | - | -
met2 | 13 | 28 | 234
met5 | - | 0 | 0
met4 | 0 | 0 | 0
met3 | 0 | 8.8 | 74
met1 | 90 | 63 | 529
## worst paths after layout
kind / endpoint / slack, ps / cells past startpoint
max: A[4] / -5 / 4
min: A[2] / 750 / 3
Power and IR drop assume default switching activity.
